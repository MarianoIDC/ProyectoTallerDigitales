--- ./run.sh ---
#!/bin/bash
# OpenROAD 26Q1-2900-gdf79404cd8, Yosys 0.63+post, stock flow scripts
make -C /OpenROAD-flow-scripts/flow DESIGN_CONFIG=/design/flow/config.mk WORK_HOME=/design/flow/orfs finish
--- ./config.mk ---
export PLATFORM = sky130hd
export DESIGN_NAME = alu
export DESIGN_NICKNAME = alu
export VERILOG_FILES = /design/flow/design.v
export SDC_FILE = /design/flow/constraint.sdc
export NUM_CORES = 4
export LEC_CHECK = 1
export CORE_UTILIZATION = 30
--- ./constraint.sdc ---
current_design alu

set clk_period 17.3
set clk_io_pct 0.2

create_clock -name clk0 -period $clk_period [get_ports {clk}]

set non_clock_inputs [all_inputs -no_clocks]
set_input_delay [expr $clk_period * $clk_io_pct] -clock clk0 $non_clock_inputs
set_output_delay [expr $clk_period * $clk_io_pct] -clock clk0 [all_outputs]
--- ./design.v ---
module alu(enable,clk,A,B,Carry,setCond,opCode,result,V,N,Z,C,writeReg);
	parameter dataWidth = 32;
	input clk,enable;
	input Carry,setCond;
	input [dataWidth-1:0] A;
	input [dataWidth-1:0] B;
	input [3:0] opCode;
	output logic [dataWidth-1:0] result; 
	output logic V,N,Z,C;
	output logic writeReg;
	logic [3:0] AND = 4'b0000;
	logic [3:0] EOR = 4'b0001;
	logic [3:0] SUB = 4'b0010;
	logic [3:0] RSB = 4'b0011;
	logic [3:0] ADD = 4'b0100;
	logic [3:0] ADC = 4'b0101;
	logic [3:0] SBC = 4'b0110;
	logic [3:0] RSC = 4'b0111;
	logic [3:0] TST = 4'b1000;
	logic [3:0] TEQ = 4'b1001;
	logic [3:0] CMP = 4'b1010;
	logic [3:0] CMN = 4'b1011;
	logic [3:0] ORR = 4'b1100;
	logic [3:0] MOV = 4'b1101;
	logic [3:0] BIC = 4'b1110;
	logic [3:0] MVN = 4'b1111;
	logic flagMov;
	logic writeResult;
	logic [dataWidth:0] resultAux;
	logic zeroAux,overflowAux,negativeAux,carryAux;
	always @ (posedge clk) begin
		if (enable == 1) begin
			if (opCode == AND) begin
				resultAux[dataWidth-1:0] = A & B;
				writeResult = 1;
			end
			else if (opCode == EOR) begin
				resultAux[dataWidth-1:0] = A ^ B;
				writeResult = 1;
			end
			else if (opCode == SUB) begin
				resultAux[dataWidth-1:0] = A - B;
				writeResult = 1;
			end
			else if (opCode == RSB) begin
				resultAux[dataWidth-1:0] = B - A;
				writeResult = 1;
			end
			else if (opCode == ADD) begin
				resultAux[dataWidth:0] = A + B;
				writeResult = 1;
			end
			else if (opCode == ADC) begin
				resultAux[dataWidth:0] = A + B + Carry;
				writeResult = 1;
			end
			else if (opCode == SBC) begin
				resultAux[dataWidth-1:0] = A - B + Carry - 1;
				writeResult = 1;
			end
			else if (opCode == RSC) begin	
				resultAux[dataWidth-1:0] = B - A + Carry - 1;
				writeResult = 1;
			end
			else if (opCode == TST) begin
				resultAux[dataWidth-1:0] = A & B;
				writeResult = 0;
			end
			else if (opCode == TEQ) begin
				resultAux[dataWidth-1:0] = A ^ B;
				writeResult = 0;
			end
			else if (opCode == CMP) begin
				resultAux[dataWidth-1:0] = A - B;
				writeResult = 0;
			end
			else if (opCode == CMN) begin
				resultAux[dataWidth-1:0] = A + B;
				writeResult = 0;
			end
			else if (opCode == ORR) begin
				resultAux[dataWidth-1:0] = A | B;
				writeResult = 1;
			end
			else if (opCode == MOV) begin
				resultAux[dataWidth-1:0] = B;
				writeResult = 1;
			end
			else if (opCode == BIC) begin
				resultAux[dataWidth-1:0] = A & (~B);
				writeResult = 1;
			end
			else if (opCode == MVN) begin
				resultAux[dataWidth-1:0] = ~B;
				writeResult = 1;
			end
			if (setCond == 1'b1) begin
				C = resultAux[32];
				N = resultAux[31];
				if (resultAux[31:0] == 32'd0) 
					Z = 1;
				else
					Z = 0;
				V = 0; 
				end
			else begin
				C = 0;
				N = 0;
				Z = 0;
				V = 0;
			end 
			writeReg = writeResult;
			result = resultAux[31:0];
		end
	end
endmodule
==> impl_metrics.toml <==
# yosys + openroad results
[timing]
maxSlewViolCount = 0
setup_viol = 0
finalHoldViolCount = 0
rsz0062_at_grt = "no"
worst_pin_slew_ps = 1002
finalClockPeriodUsage_pct = 55.94
setup_tns_ps = 0
min_period_ps = 9677
setup_slack_ps = 7623
fmax_mhz = 103.3
skew_ps = 13.43
slew_headroom_pct = 33.19

[global_routing]
overflow = 0
grt_util_met3_pct = 11.97
first_global_vias = 17980
grtUsageMet2_pct = 51.00
grt_pass1_wl_um = 143400
grt_usage_pct = 38.59
antenna_found_initial = 5
grt_max_degree = 64
grt_busiest_layer = "met1"
use_met1_pct = 58.78

[synth]
ys_seq_share_pct = 6.958
synth_cell_types = 110
synth_area_per_cell_um2 = 6.693
yosys_most_used_dff = "edfxtp_1"
synthCells = 2386
ys_cells = 2386
synthesis.area_um2 = 15970
async_flop_share_pct = 0
ys.flops = 37
yosys_warnings = 1
synth-edff-count = 37
yosys-stat-area_um2 = 15970

[setup_path]
r2r.worst_path.cells = 13
worstSetupStartpointType = "primary input"
max_stage_delay_ps = 840
crit_chain = "clkdlybuf4s50_1 > inv_1 > ha_1 > clkinv_1 > nor3_1 > nor3_1 > a21oi_1 > o311ai_0 > a311o_1 > nor4bb_1 > and4_1 > nor2b_1 > xnor2_1 > o221ai_1 > a211o_1 > or4b_4 > nor4_2"
critPathRequiredTime_ps = 17430
slowest_stage = "nor3_1"
crit_type = "primary input to flip-flop"
cp_common_cell = "nor3_1"
crit_arrival_ps = 9810
cp-end-kind = "flip-flop"
critPathMaxFanout = 19

[clock_network]
clock-sinks = 37
cts_hold_buffers = 0
cts.htree.levels = 2
clockBufferDepth = 2
postCtsSetupRepairBufs = 0
clk_pin_slew_worst_paths_ps = 70
cts_buffers = 5
cts_resized = 0
clk_latency_ps = 300
cts-root-buf = "clkbuf_16"
cts_tree = "built"

[pwr]
clkPwrFrac_pct = 12.0
power.net_switching_uw = 596.9
ir_drop_mv = 0.04646
power_leakage_uw = 0.006758
switching_share_pct = 56.76
p_per_area_nw_per_um2 = 58.97
seq_power_share_pct = 12.0
comb_power_share_pct = 76.0
internal_power_uw = 454.7
fin_total_pwr_uw = 1052

[run]
tool_warnings = 120
drv_cap = 0

[cells_and_area]
register_area_um2 = 1111
n_fill_cell = 5746
final-comb-area_um2 = 13470
drive_above_1_share_pct = 7.925
stdcell_count = 3102
syn_to_final_growth_pct = 11.67
final_core_util_pct = 33.93

[place]
dp_cells = 3090
dp_slack_ps = 7560
numPortBuffers = 107
place.gp.congestion = 1.071
place_hpwl_um = 82150

[floorplanning]
fp_util_pct = 30.39
rows = 84
fp.dieH_um = 232.7
num_io_pins = 109
chipArea_um2 = 54160
die_w_um = 232.7
coreArea_um2 = 52550

[drt]
vias_per_cell = 6.455
drc = 0
drt-pass1-iter-count = 6
ant_nets = 0
drt-initial-drc-count = 2599
finalWirelength_um = 104100
wl_per_cell_um = 33.55
vias = 20020

[min_path]
whs_path_depth = 2
hold_path_class = "flip-flop to flip-flop"

[status]
status = "finished clean"
[metrics by stage]
stage,hold WS (ps),instance area (um2)
2_1_floorplan,518.9,15970
3_3_place_gp,546.4,17630
3_5_place_dp,559.0,17630
4_1_cts,575.7,17820
5_1_grt,596.2,17820
6_report,571.6,17830
[cell type report]
type                       instances  area share (%)
clock buffer                       5          0.7017
inverter                         121           2.561
clock inverter                     3          0.3649
sequential                        37           6.231
timing repair buffer             197           9.704
multi-input combinational       2047           75.55
tap                              688           4.827
antenna                            4         0.05613
[cells by family (layout without fill, tap and decap cells)]
group / Yosys count / after routing / synth area share, %
XOR/XNOR: 150 / 150 / 8.415
buffers and inverters: 302 / 326 / 8.689
other: 1 / 5 / 0.02348
multiplexers: 39 / 39 / 2.656
AND-OR/OR-AND: 856 / 856 / 35.09
AND/OR/NAND/NOR: 866 / 866 / 27.45
adder cells (fa/ha/maj): 135 / 135 / 10.72
flip-flops: 37 / 37 / 6.958
[cells in the mapped netlist (23+ instances only)]
library cell | instances | area share, %
nor2_1 | 213 | 5.0
and3_1 | 30 | 1.2
mux2i_1 | 30 | 1.9
o22ai_1 | 23 | 0.90
nor2b_1 | 37 | 1.4
nor3_1 | 62 | 1.9
edfxtp_1 | 37 | 7.0
o221ai_1 | 25 | 1.4
xor2_1 | 32 | 1.8
a31oi_1 | 26 | 1.0
nand2_1 | 244 | 5.7
a211oi_1 | 44 | 2.1
clkbuf_1 | 90 | 2.1
buf_4 | 38 | 1.8
inv_1 | 106 | 2.5
a221oi_1 | 24 | 1.3
o21ai_0 | 185 | 5.8
a21oi_1 | 251 | 7.9
buf_2 | 24 | 0.75
ha_1 | 132 | 10
nand3_1 | 75 | 2.4
o211ai_1 | 38 | 1.8
xnor2_1 | 114 | 6.3
a21o_1 | 25 | 1.2
nand4_1 | 36 | 1.4
[routing by layer]
metal  vias up  part of all wire (%)
met5         -                 0.052
met4         8                   3.6
met3       165                    12
met2      1312                    39
met1      9685                    46
li1       8854                     -
[power groups by stage]
stage	logic [uW]	registers, uW	clock network, uW
after CTS	765	126	127
after global routing	835	127	129
final	799	126	126
[state kept, by name, summed over array words and instances (netlist names)]
signal	count
N	1
resultAux	33
C	1
Z	1
writeResult	1
[placed cells by master, fill, tap and decap left out, types with 24 or more instances in the layout]
cell	n
a211oi_1	44
a221oi_1	24
inv_1	106
o221ai_1	25
nor2_1	212
and3_1	30
nand4_1	36
mux2i_1	30
nand2_1	244
o21ai_0	185
o211ai_1	38
buf_4	91
nor2b_1	37
clkdlybuf4s50_1	102
nand3_1	75
a31oi_1	26
nor3_1	62
xor2_1	32
xnor2_1	114
ha_1	132
a21o_1	25
edfxtp_1	37
a21oi_1	251
[path summary, 6_finish.rpt]
check	from	to	slack, ps
max	B[24]	Z	7620
min	resultAux[32]	resultAux[32]	570
max reg2reg	resultAux[5]	Z	13680
min reg2reg	resultAux[32]	resultAux[32]	570
[worst max-delay path: cells and delay by family]
family / cells / cell delay, ps
simple gates: 7 / 2960
compound gates: 5 / 1240
buf+inv: 3 / 1230
fa+ha+maj: 1 / 760
xor+xnor: 1 / 140
