[flow/constraint.sdc]
current_design registers

set clk_period 7.6
set clk_io_pct 0.2

create_clock -name clk0 -period $clk_period [get_ports {clk}]

set non_clock_inputs [all_inputs -no_clocks]
set_input_delay [expr $clk_period * $clk_io_pct] -clock clk0 $non_clock_inputs
set_output_delay [expr $clk_period * $clk_io_pct] -clock clk0 [all_outputs]
[flow/run.sh]
#!/bin/bash
# OpenROAD 26Q1-2900-gdf79404cd8, Yosys 0.63+post, stock flow scripts
make -C /OpenROAD-flow-scripts/flow DESIGN_CONFIG=/design/flow/config.mk WORK_HOME=/design/flow/orfs finish
[flow/design.v]
module registers(clk,enable,
						rwA,rwB,rwPc,rwResult, 
						dataInA,dataInB,dataInPc,resultIn,
					   getPc,getResult,
						addressA,addressB,addressResult,
						Aout,Bout,Pcout,resultOut);
	input logic clk,enable;
	input logic rwA,rwB,rwPc,rwResult;
	input logic [31:0] dataInA,dataInB,dataInPc,resultIn;
	input logic getPc,getResult;
	input logic [3:0] addressA, addressB, addressResult;
	output logic [31:0] Aout,Bout,Pcout,resultOut;
	logic [31:0] r0 = 32'b0;
	logic [31:0] r1 = 32'b0;
	logic [31:0] r2 = 32'b0;
	logic [31:0] r3 = 32'b0;
	logic [31:0] r4 = 32'b0;
	logic [31:0] r5 = 32'b0;
	logic [31:0] r6 = 32'b0;
	logic [31:0] r7 = 32'b0;
	logic [31:0] r8 = 32'b0;
	logic [31:0] r9 = 32'b0;
	logic [31:0] r10 = 32'b0;
	logic [31:0] r11 = 32'b0;
	logic [31:0] r12 = 32'b0;
	logic [31:0] r13 = 32'b0;
	logic [31:0] r14 = 32'b0;
	logic [31:0] r15 = 32'b0;
	logic [31:0] r16 = 32'b0; 
	logic [31:0] dataAuxA  = 32'b0;
	logic [31:0] dataAuxB = 32'b0;
	logic [31:0] dataAuxPc = 32'b0;
	logic [31:0] dataAuxResult = 32'b0;
	logic [31:0] dataRs = 32'b0;
	always @ (posedge clk) begin
		if (enable == 1) begin
			if (addressA == 4'd0) begin
				if (rwA == 1)
					r0 = dataInA;
			end
			else if (addressA == 4'd1) begin
				if (rwA == 1)
					r1 = dataInA;
			end
			else if (addressA == 4'd2) begin
				if (rwA == 1)
					r2 = dataInA;
			end
			else if (addressA == 4'd3) begin
				if (rwA == 1)
					r3 = dataInA;
			end
			else if (addressA == 4'd4) begin
				if (rwA == 1)
					r4 = dataInA;
			end
			else if (addressA == 4'd5) begin
				if (rwA == 1)
					r5 = dataInA;
			end
			else if (addressA == 4'd6) begin
				if (rwA == 1)
					r6 = dataInA;
			end
			else if (addressA == 4'd7) begin	
				if (rwA == 1)
					r7 = dataInA;
			end
			else if (addressA == 4'd8) begin
				if (rwA == 1)
					r8 = dataInA;
			end
			else if (addressA == 4'd9) begin
				if (rwA == 1)
					r9 = dataInA;
			end
			else if (addressA == 4'd10) begin
				if (rwA == 1)
					r10 = dataInA;
			end
			else if (addressA == 4'd11) begin
				if (rwA == 1)
					r11 = dataInA;
			end
			else if (addressA == 4'd12) begin
				if (rwA == 1)
					r12 = dataInA;
			end
			else if (addressA == 4'd13) begin
				if (rwA == 1)
					r13 = dataInA;
			end
			else if (addressA == 4'd14) begin
				if (rwA == 1)
					r14 = dataInA;
			end
			else if (addressA == 4'd15) begin
				if (rwA == 1)
					r15 = dataInA;
			end
			if (addressB == 4'd0) begin
				if (rwB == 1)
					r0 = dataInB;
			end
			else if (addressB == 4'd1) begin
				if (rwB == 1)
					r1 = dataInB;
			end
			else if (addressB == 4'd2) begin
				if (rwB == 1)
					r2 = dataInB;
			end
			else if (addressB == 4'd3) begin
				if (rwB == 1)
					r3 = dataInB;
			end
			else if (addressB == 4'd4) begin
				if (rwB == 1)
					r4 = dataInB;
			end
			else if (addressB == 4'd5) begin
				if (rwB == 1)
					r5 = dataInB;
			end
			else if (addressB == 4'd6) begin
				if (rwB == 1)
					r6 = dataInB;
			end
			else if (addressB == 4'd7) begin	
				if (rwB == 1)
					r7 = dataInB;
			end
			else if (addressB == 4'd8) begin
				if (rwB == 1)
					r8 = dataInB;
			end
			else if (addressB == 4'd9) begin
				if (rwB == 1)
					r9 = dataInB;
			end
			else if (addressB == 4'd10) begin
				if (rwB == 1)
					r10 = dataInB;
			end
			else if (addressB == 4'd11) begin
				if (rwB== 1)
					r11 = dataInB;
			end
			else if (addressB == 4'd12) begin
				if (rwB == 1)
					r12 = dataInB;
			end
			else if (addressB == 4'd13) begin
				if (rwB == 1)
					r13 = dataInB;
			end
			else if (addressB == 4'd14) begin
				if (rwB == 1)
					r14 = dataInB;
			end
			else if (addressB == 4'd15) begin
				if (rwB == 1)
					r15 = dataInB;
			end
			if (addressResult == 4'd0) begin
				if (rwResult == 1)
					r0 = resultIn;
			end
			else if (addressResult == 4'd1) begin
				if (rwResult == 1)
					r1 = resultIn;
			end
			else if (addressResult == 4'd2) begin
				if (rwResult == 1)
					r2 = resultIn;
			end
			else if (addressResult == 4'd3) begin
				if (rwResult == 1)
					r3 = dataInB;
			end
			else if (addressResult == 4'd4) begin
				if (rwResult == 1)
					r4 = resultIn;
			end
			else if (addressResult == 4'd5) begin
				if (rwResult == 1)
					r5 = resultIn;
			end
			else if (addressResult == 4'd6) begin
				if (rwResult == 1)
					r6 = resultIn;
			end
			else if (addressResult == 4'd7) begin	
				if (rwResult == 1)
					r7 = resultIn;
			end
			else if (addressResult == 4'd8) begin
				if (rwResult == 1)
					r8 = resultIn;
			end
			else if (addressResult == 4'd9) begin
				if (rwResult == 1)
					r9 = resultIn;
			end
			else if (addressResult == 4'd10) begin
				if (rwResult == 1)
					r10 = resultIn;
			end
			else if (addressResult == 4'd11) begin
				if (rwResult== 1)
					r11 = resultIn;
			end
			else if (addressResult == 4'd12) begin
				if (rwResult == 1)
					r12 = resultIn;
			end
			else if (addressResult == 4'd13) begin
				if (rwResult == 1)
					r13 = resultIn;
			end
			else if (addressResult == 4'd14) begin
				if (rwResult == 1)
					r14 = resultIn;
			end
			else if (addressResult == 4'd15) begin
				if (rwResult == 1)
					r15 = resultIn;
			end
			if (rwPc == 1'b1) begin
				r16 = dataInPc;
			end
		end
	end
	always @ (negedge clk) begin
			if (addressA == 4'd0) begin
				dataAuxA = r0;
			end
			else if (addressA == 4'd1) begin
				dataAuxA = r1;
			end
			else if (addressA == 4'd2) begin
				dataAuxA = r2;
			end
			else if (addressA == 4'd3) begin
				dataAuxA = r3;
			end
			else if (addressA == 4'd4) begin
			   dataAuxA = r4;
			end
			else if (addressA == 4'd5) begin
			   dataAuxA = r5;
			end
			else if (addressA == 4'd6) begin
			   dataAuxA = r6;
			end
			else if (addressA == 4'd7) begin	
			   dataAuxA = r7;
			end
			else if (addressA == 4'd8) begin
			   dataAuxA = r8;
			end
			else if (addressA == 4'd9) begin
			   dataAuxA = r9;
			end
			else if (addressA == 4'd10) begin
			   dataAuxA = r10;
			end
			else if (addressA == 4'd11) begin
		      dataAuxA = r11;
			end
			else if (addressA == 4'd12) begin
		      dataAuxA = r12;
			end
			else if (addressA == 4'd13) begin
		      dataAuxA = r13;
			end
			else if (addressA == 4'd14) begin
		      dataAuxA = r14;
			end
			else if (addressA == 4'd15) begin
		      dataAuxA = r15;
			end
			if (addressB == 4'd0) begin
				dataAuxB = r0;
			end
			else if (addressB == 4'd1) begin
				dataAuxB = r1;
			end
			else if (addressB == 4'd2) begin
				dataAuxB = r2;
			end
			else if (addressB == 4'd3) begin
				dataAuxB = r3;
			end
			else if (addressB == 4'd4) begin
			   dataAuxB = r4;
			end
			else if (addressB == 4'd5) begin
			   dataAuxB = r5;
			end
			else if (addressB == 4'd6) begin
			   dataAuxB = r6;
			end
			else if (addressB == 4'd7) begin	
			   dataAuxB = r7;
			end
			else if (addressB == 4'd8) begin
			   dataAuxB = r8;
			end
			else if (addressB == 4'd9) begin
			   dataAuxB = r9;
			end
			else if (addressB == 4'd10) begin
			   dataAuxB = r10;
			end
			else if (addressB == 4'd11) begin
		      dataAuxB = r11;
			end
			else if (addressB == 4'd12) begin
		      dataAuxB = r12;
			end
			else if (addressB == 4'd13) begin
		      dataAuxB = r13;
			end
			else if (addressB == 4'd14) begin
		      dataAuxB = r14;
			end
			else if (addressB == 4'd15) begin
		      dataAuxB = r15;
			end
			if (addressResult == 4'd0) begin
				dataAuxResult = r0;
			end
			else if (addressResult == 4'd1) begin
				dataAuxResult = r1;
			end
			else if (addressResult == 4'd2) begin
				dataAuxResult = r2;
			end
			else if (addressResult == 4'd3) begin
				dataAuxResult = r3;
			end
			else if (addressResult == 4'd4) begin
			   dataAuxResult = r4;
			end
			else if (addressResult == 4'd5) begin
			   dataAuxResult = r5;
			end
			else if (addressResult == 4'd6) begin
			   dataAuxResult = r6;
			end
			else if (addressResult == 4'd7) begin	
			   dataAuxResult = r7;
			end
			else if (addressResult == 4'd8) begin
			   dataAuxResult = r8;
			end
			else if (addressResult == 4'd9) begin
			   dataAuxResult = r9;
			end
			else if (addressResult == 4'd10) begin
			   dataAuxResult = r10;
			end
			else if (addressResult == 4'd11) begin
		      dataAuxResult = r11;
			end
			else if (addressResult == 4'd12) begin
		      dataAuxResult = r12;
			end
			else if (addressResult == 4'd13) begin
		      dataAuxResult = r13;
			end
			else if (addressResult == 4'd14) begin
		      dataAuxResult = r14;
			end
			else if (addressResult == 4'd15) begin
		      dataAuxResult = r13;
			end
			if (getPc == 1'b1) begin
				dataAuxPc = r16;
			end
		Aout = dataAuxA;
		Bout = dataAuxB;
		Pcout = dataAuxPc;
		resultOut = dataAuxResult;
	end
endmodule
[flow/config.mk]
export PLATFORM = sky130hd
export DESIGN_NAME = registers
export DESIGN_NICKNAME = registers
export VERILOG_FILES = /design/flow/design.v
export SDC_FILE = /design/flow/constraint.sdc
export NUM_CORES = 4
export LEC_CHECK = 1
export CORE_UTILIZATION = 30
==> impl_metrics.csv <==
group,metric,value,unit
yosys,top_cell,"nand2_1",
final_timing,rsz0062_at_grt,"false",
yosys,edf_count,544,
final_timing,max-slew-margin-rel,13.7,%
worst_setup_path,cp_max_fo,1,
placed_design,gp_congestion,1.08,
yosys,ys_cells,6360,
outcome,status,"finished, final reports clean",
worst_setup_path,cp.required,6080,ps
final_layout,syn2layout_area_growth,27.3,%
floorplanning,fp_util,30.3,%
cts,cts.sinks,800,
cts,clk_pin_slew,30,ps
floorplanning,die_area,187000,sq um
global_route,grt_pass1_wl,592,mm
global_route,use_met2,67.7,%
placed_design,placed_area,66200,sq um
routing,via_per_inst,6.50,
worst_setup_path,cp_slowest_cell,"clkdlybuf4s50_1",
global_route,busiest_layer,"met2",
yosys,syn_inst,6360,
global_route,grt_max_degree,97,
routing,finalWirelength,459,mm
placed_design,hpwl,326,mm
yosys,ff_type,"edfxtp_1",
yosys,netlist_area,55600,sq um
floorplanning,io_pins,276,
global_route,grt_antenna_before_repair,49,
job,warning_count,282,
yosys,synth.cellmix.simpleShare,13.6,%
final_timing,hold_viol,0,
cts,clock_latency,810,ps
global_route,track_usage,50.2,%
worst_hold_path,hp-class,"reg -> reg",
yosys,yosys.area_share.adder,0,%
cts,tritoncts,"built",
worst_setup_path,path_buffers,1,
floorplanning,core,184000,sq um
floorplanning,die_h,433,um
worst_setup_path,crit_family,"buffers and inverters",
routing,drt_iter0_drc,7153,
job,cap_violations,0,
cts,cts_resized,0,
cts,htree_num_levels,3,
yosys,xor_share,0,%
final_timing,setup_viol,0,
routing,vias,63130,
yosys,common_cells,"nand2_1, nor2_1, o21ai_0",
cts,cts_buffers,103,
final_timing,drv_slew,0,
yosys,yosys_area,55600,sq um
worst_setup_path,crit_type,"reg -> out",
placed_design,numPortBuffers,274,
floorplanning,rows,157,
yosys,ys_ff,800,
routing,firstDrtPassIters,7,
final_layout,fillers,18229,
global_route,grt_pass1_vias,59320,
cts,cts.path.max_buffers,3,
worst_setup_path,cp-end-kind,"output port",
cts,cts-root-buf,"clkbuf_16",
routing,wl_per_cell,47.3,um
yosys,syn_avg_cell_area,8.75,sq um
routing,drcViolationCount,0,
yosys,top_logic_kind,"AND-OR/OR-AND gates",
final_timing,fin_tns_setup,0,ps
final_timing,tightest_slew,1290,ps
final_timing,fin_skew,55.5,ps
yosys,yosysTopAreaCell,"edfxtp_1",
worst_setup_path,crit_chain,"clkdlybuf4s50_1",
placed_design,dp_worst_setup_slack,-228,ps
final_layout,fin_area,70900,sq um
global_route,grt-ovfl-total,0,
global_route,use_met1,61.9,%
pwr,peakVddDrop,0.179,mV
final_timing,setup_slack,122,ps
cts,postCtsHoldBufs,0,
yosys,ys_warn_count,1,
pwr,p_leak,0.0290,uW
yosys,topCellsByArea,"edfxtp_1, dfxtp_1, mux2i_1",
pwr,power_density,218,nW/um^2
final_layout,drive_above_1_share,18.0,%
routing,ant_nets,0,
worst_setup_path,startpoint_type,"flop",
floorplanning,die_width,433,um
worst_setup_path,crit_arrival,5960,ps
yosys,top_cell_area_share,29.4,%
yosys,synth_cell_types,100,
yosys,ys_seq_share,38.6,%
yosys,aoi_share,29.3,%
global_route,use_met3,23.7,%
yosys,mux_share,12.0,%
yosys,async_reset_ff_share,0,%
worst_setup_path,max_stage_delay,870,ps
cts,postCtsSetupBuffers,0,
pwr,finalPower,15400,uW
==> through the flow <==
step / std cells / hold WS, ps / utilization [%]
floorplan: 6360 / 446 / -
global placement: 9212 / 451 / 36.0
detailed placement: 9212 / 459 / 36.0
CTS: 9663 / 463 / 38.5
global route: 9674 / 463 / 38.5
finish: 9706 / 460 / 38.6
==> path summary, 6_finish.rpt <==
check / startpoint / endpoint / slack [ps] / depth (start not counted)
hold reg to reg: dataAuxPc[2] / Pcout[2] / 460 / 1
setup / recovery: Bout[20] / Bout[20] / 120 / 1
setup reg to reg: r9[26] / Aout[26] / 1470 / 7
hold / removal: dataAuxPc[2] / Pcout[2] / 460 / 1
==> cells in the final DEF (no fill, tap or decap), drive strengths merged, types with 317 or more instances in the layout <==
cell type / n
a21o: 329
buf: 843
nor2: 626
a21oi: 439
a211oi: 334
inv: 317
o21ai: 607
edfxtp: 544
nand2: 743
mux2i: 424
==> metal layers <==
| layer | share of wire (%) | routed length, um | up-vias |
|---|---|---|---|
| met4 | 9.7 | 44400 | 61 |
| met2 | 41 | 186000 | 4774 |
| met1 | 36 | 166000 | 31391 |
| met3 | 13 | 60500 | 1408 |
| met5 | 0.23 | 1070 | - |
| li1 | - | - | 25496 |
==> logic make-up (layout without fill, tap and decap cells) <==
| family | count (synthesis) | count (layout) |
|---|---|---|
| buf+inv | 757 | 1596 |
| other cells | 0 | 43 |
| mux | 571 | 571 |
| compound gates | 2487 | 2487 |
| simple gates | 1745 | 1745 |
| flops | 800 | 800 |
==> worst register-to-register path, delay by kind of cell (launching register included) <==
kind	cells	cell delay [ps]
buffers and inverters	1	150
AND/OR/NAND/NOR	1	80
flip-flops	1	600
AND-OR/OR-AND	5	1290
==> report_power, final <==
group          internal [uW]  switching [uW]  leakage [uW]
logic                   1450            2210        0.0184
clock network           3280            2720       0.00312
registers               5230             541       0.00747
total                   9960            5470        0.0290
==> final cells by class <==
| class | count | area [sq um] | area share (%) |
|---|---|---|---|
| sequential | 800 | 21500 | 30.3 |
| tap | 2464 | 3080 | 4.35 |
| multi-input combinational | 4803 | 30900 | 43.7 |
| antenna | 43 | 108 | 0.152 |
| clock inverter | 321 | 1710 | 2.41 |
| timing repair buffer | 1104 | 10500 | 14.9 |
| clock buffer | 131 | 2860 | 4.04 |
| inverter | 40 | 150 | 0.212 |
Power and IR drop assume default switching activity.
