===== ./design.v =====
module scheduler(
			clk,
			startProc,
			doneProc,
			flagEnableAlu,flagEnableIO,flagEnableBX,
			setCond,
			evaluacion,rwRam,
			enableGetPC,enableRomRead,enableDecoder,enableEval,enableRegRead,
			enableAlu,enableRegWrite,enableBX,enableIncPC,enableRam,
			flagDone
	);
	input clk,startProc,doneProc;
	input rwRam,evaluacion,setCond;
	input flagEnableIO,flagEnableBX,flagEnableAlu;
	output enableGetPC,enableRomRead,enableDecoder,enableEval,enableRegRead,enableAlu,enableRegWrite,enableBX,enableIncPC,enableRam,flagDone;
	logic [7:0] actualState = 4'd0;
	logic [7:0] nextState;
	logic [7:0] initialState = 4'd0;
	logic [7:0] getPC = 4'd1;
	logic [7:0] readRom = 4'd2;
	logic [7:0] decodeIns = 4'd3;
	logic [7:0] condEval = 4'd4;
	logic [7:0] fetch = 4'd5;
	logic [7:0] alu = 4'd6;
	logic [7:0] ram = 4'd7;
	logic [7:0] bx = 4'd8;
	logic [7:0] writeReg = 4'd9;
	logic [7:0] incrementPC = 4'd10;
	logic [7:0] doneState = 4'd11;
	always @ (posedge clk) begin
		if (actualState == initialState && startProc == 1'b1)
			nextState = getPC;
		else if (actualState == getPC)
			nextState = readRom;
		else if (actualState == getPC && doneProc == 1'b1)
			nextState = doneState;		
		else if (actualState == readRom)
			nextState = decodeIns;
		else if (actualState == decodeIns && doneProc == 1'b1)
			nextState = doneState;
		else if (actualState == decodeIns && (setCond == 1'b0 || flagEnableBX == 1'b1) )
			nextState = condEval;
		else if (actualState == decodeIns && (setCond == 1'b1 || flagEnableBX == 1'b1) )
			nextState = fetch;
		else if (actualState == condEval && evaluacion == 1'b0)
			nextState = incrementPC;
		else if (actualState == condEval && evaluacion == 1'b1)
			nextState = fetch;
		else if (actualState == fetch && flagEnableAlu == 1'b1)
			nextState = alu;
		else if (actualState == fetch && flagEnableBX == 1'b1)
			nextState = incrementPC;
		else if (actualState == fetch && flagEnableIO == 1'b1)
			nextState = ram;
		else if (actualState == alu && setCond == 1'b1)
			nextState = incrementPC;	
		else if (actualState == alu && setCond == 1'b0)
			nextState = writeReg;	
		else if (actualState == writeReg && flagEnableBX == 1'b0)
			nextState = incrementPC;	
		else if (actualState == writeReg && flagEnableBX == 1'b1)
			nextState = getPC;	
		else if (actualState == incrementPC)
			nextState = getPC;
		else if (actualState == ram && rwRam == 1'b1)
			nextState = writeReg;
		else if (actualState == ram && rwRam == 1'b0)
			nextState = incrementPC;
		else if (actualState == bx)
			nextState = writeReg;
	end
	always @ (negedge clk) begin
		actualState = nextState;
	end
	assign enableGetPC = (nextState == getPC) ? 1'b1 : 1'b0;
	assign enableRomRead = (nextState == readRom) ? 1'b1 : 1'b0;
	assign enableDecoder = (nextState == decodeIns) ? 1'b1 : 1'b0;
	assign enableEval = (nextState == condEval) ? 1'b1 : 1'b0;
	assign enableRegRead = (nextState == fetch) ? 1'b1 : 1'b0;
	assign enableAlu = (nextState == alu) ? 1'b1 : 1'b0;
	assign enableRegWrite = (nextState == writeReg) ? 1'b1 : 1'b0;
	assign enableBX = (nextState == bx) ? 1'b1 : 1'b0;
	assign enableIncPC = (nextState == incrementPC) ? 1'b1 : 1'b0;
	assign enableRam = (nextState == ram) ? 1'b1 : 1'b0;
	assign flagDone = (nextState == doneState) ? 1'b1 : 1'b0;
endmodule

===== ./run.sh =====
#!/bin/bash
# OpenROAD 26Q1-2900-gdf79404cd8, Yosys 0.63+post, stock flow scripts
make -C /OpenROAD-flow-scripts/flow DESIGN_CONFIG=/design/flow/config.mk WORK_HOME=/design/flow/orfs finish

===== ./config.mk =====
export PLATFORM = sky130hd
export DESIGN_NAME = scheduler
export DESIGN_NICKNAME = scheduler
export VERILOG_FILES = /design/flow/design.v
export SDC_FILE = /design/flow/constraint.sdc
export NUM_CORES = 4
export LEC_CHECK = 1
export CORE_AREA = 10 10 89 89
export DIE_AREA = 0 0 99 99

===== ./constraint.sdc =====
current_design scheduler

set clk_period 2.4
set clk_io_pct 0.2

create_clock -name clk0 -period $clk_period [get_ports {clk}]

set non_clock_inputs [all_inputs -no_clocks]
set_input_delay [expr $clk_period * $clk_io_pct] -clock clk0 $non_clock_inputs
set_output_delay [expr $clk_period * $clk_io_pct] -clock clk0 [all_outputs]

==> results.txt <==
Quick summary of the implementation run below.

By instance count after routing, the leading logic cell type is sky130_fd_sc_hd__clkdlybuf4s50_1. The register bit total from synthesis came out at 8. The unique cell type count in the Yosys netlist is 39.

The registers of the reported paths see a clock transition of 0.04 ns. The number of clock buffers added by TritonCTS is 3. The effective utilization at floorplan came out at 11.9%. The final cell count without fillers came out at 207. The number of stages on the worst setup path is 5. The post-place instance area is 0.00111 mm^2.

The main kind of combinational logic by area is simple AND/OR/NAND/NOR gates. The residual antenna-violating net count after detailed routing came out at 0. From bottom edge to top edge, the die measures 99 um. For the worst setup path, the data arrival time is 2.78 ns. The cell at the slowest stage of the critical path is sky130_fd_sc_hd__dfxtp_2. For this block, the initial DRC count from the detailed router was 50.

Logic depth along the worst register-to-register path is recorded as 5. Setup repair after global routing could not meet its margin everywhere. Per the cell usage report, the commonest logic cells after layout are sky130_fd_sc_hd__clkdlybuf4s50_1 (19), sky130_fd_sc_hd__buf_4 (14), sky130_fd_sc_hd__nor2_1 (10).

The total non-filler cell area in the finished layout is 0.00127 mm^2. The worst setup path is captured at a flip-flop. At the pin with the least slew margin, the transition time is 0.317 ns. The final hold violation count recorded for this run is 0. The detailed router put a total of 1060 um of wire on met1. In the Yosys report, the sequential cells make up 22.5% of the chip area. The flow reported a cell area power density of 1300 mW/mm^2. The critical path is of the reg -> reg type. The count of buffering cells on the critical path with inverters included is 1.

The global route stage reports its total congestion overflow as 0. The number of global-route vias before repair is 817. The simple-gate share of the synthesized area is 39.2%. Traced cell by cell, the critical path runs through buf_6, nor4b_4, o21a_1, or2_1, o31a_1. The final RePlAce weighted congestion came out at 0.863. The largest net degree at the start of global routing is 14. The adder-cell area share of the yosys netlist is 0%. The met2 wire length came out at 1140 um. On the worst path, the slowest cell contributes a delay of 0.33 ns. The total wirelength of the detailed-routed design came out at 2340 um. The logic area is 543 um^2. The total die size is 0.00980 mm^2. The wire-length estimate of the detail-placed layout is 1770 um. The most used flip-flop cell after synthesis is sky130_fd_sc_hd__dfxtp_1.

The placeable core region came out at 0.00599 mm^2. The area added between synthesis and finish came out at 78.0%. The checks that failed: setup timing. Of all nets on the critical path, the largest fanout is 4.

The site row count came out at 28. The fill cell instance count of the final layout came out at 640. The footprint of the flip-flops and latches came out at 170 um^2. The antenna diode count came out at 0. Dividing the detail-routed wire length by the instance count gives 11.3 um. The worst-skew pair later-pin latency is 0.29 ns.

The cell family contributing the most delay on the critical path is AND-OR/OR-AND gates. After synthesis, the share of cell area in mux cells is 1.41%. The cts-stage hold buffer count is 0. The setup slack after layout is -0.262 ns. The maximum vdd ir drop came out at 0.000310 V. After detailed routing, the number of remaining DRC violations is 0.

The number of warnings reported in the stage logs is 32. The leakage power is 0.465 nW. The first-pass GRT wire length came out at 3930 um. The maximum clock skew at final layout came out at 0.0663 ns. The worst hold path belongs to the class reg -> reg. The fraction of synthesis flops using an asynchronous set or reset pin is 0%. The detailed router reports a met3 wire length of 130 um. The number of antenna violations at the first check in global routing is 0. Checking max transition, the worst relative margin is 78.7%. The chip width came out at 99 um. The number of placed I/O pins came out at 20.

The final-report max-slew violation count came out at 0. The count of library flops with an enable pin is 0. Port buffering added 19 buffers. At the placement stage, the worst setup path has a slack of -0.224 ns. The max capacitance violation total came out at 0. The H-tree depth is 1.

The number of placed instances, taps included, is 196. The routed via count is 814. Per the synthesis report, the AND-OR/OR-AND share of the synthesized area is 27.9%. The cell area after synthesis is 712 um^2. In the synthesis report, Yosys lists the chip area as 712 um^2. The highest layer touched by signal routing is met4.

The share of layout cells above drive strength 1 is 29.5%. The number of buffers on the longest clock path is 2. The routed via count divided by cell count came out at 3.93. The OpenROAD report gives the critical path a required time of 2.51 ns. In this run, the synthesized area fraction spent on xor and xnor cells is recorded as 0%. The total global routing track utilization came out at 4.70%. For this run, the final setup violation count is recorded as 4.

Looking at the clock tree report, the root buffer type is sky130_fd_sc_hd__clkbuf_8. TritonCTS built the clock tree. The gate count of the mapped netlist is 92. The flow ran to the end, but the final reports show violations.

The worst setup path is launched from a flip-flop. Per the Yosys statistics, synthesis produced 92 cells. The count of yosys warnings during synthesis is 1.

The mean instance size in the synthesized netlist came out at 7.74 um^2. The clock tree has to reach 8 sinks. For this run, the detailed router's first-pass iteration total came to 4. The cell count of the worst hold path came out at 1.
## worst register-to-register path, cell delays in order, from the launching register on
cell                      delay (ns)
sky130_fd_sc_hd__dfxtp_2        0.33
sky130_fd_sc_hd__buf_6          0.12
sky130_fd_sc_hd__nor4b_4        0.12
sky130_fd_sc_hd__o21a_1         0.20
sky130_fd_sc_hd__or2_1          0.24
sky130_fd_sc_hd__o31a_1         0.29
## synthesized netlist by cell type, types with 2 or more instances
| cell | count | area, um^2 |
|---|---|---|
| sky130_fd_sc_hd__nand3_1 | 3 | 15.0 |
| sky130_fd_sc_hd__o31a_1 | 2 | 17.5 |
| sky130_fd_sc_hd__nor4_1 | 2 | 12.5 |
| sky130_fd_sc_hd__o31ai_1 | 2 | 15.0 |
| sky130_fd_sc_hd__nand2_1 | 3 | 11.3 |
| sky130_fd_sc_hd__buf_6 | 3 | 33.8 |
| sky130_fd_sc_hd__buf_2 | 3 | 15.0 |
| sky130_fd_sc_hd__a21oi_1 | 4 | 20.0 |
| sky130_fd_sc_hd__nand2b_1 | 8 | 50.1 |
| sky130_fd_sc_hd__o21ai_0 | 2 | 10.0 |
| sky130_fd_sc_hd__nor3_1 | 8 | 40.0 |
| sky130_fd_sc_hd__o32ai_1 | 2 | 17.5 |
| sky130_fd_sc_hd__dfxtp_1 | 8 | 160 |
| sky130_fd_sc_hd__nand3b_1 | 3 | 22.5 |
| sky130_fd_sc_hd__inv_1 | 4 | 15.0 |
| sky130_fd_sc_hd__nor2_1 | 11 | 41.3 |
| sky130_fd_sc_hd__a311o_1 | 2 | 20.0 |
## routing by layer
layer  GRT usage (%)  vias up
met2            7.72       23
met3            1.69        2
met4           0.662        0
li1                -      424
met1            5.88      365
met5               0        -
## area by class of cell
type | instances | area share (%)
Clock inverter | 4 | 1.18
Inverter | 3 | 0.888
Tap cell | 75 | 7.40
Clock buffer | 4 | 3.55
Multi-Input combinational cell | 74 | 42.8
Sequential cell | 8 | 13.4
Timing Repair Buffer | 39 | 30.7
## through the flow
step	utilization, %	total power [mW]	hold slack [ns]	setup TNS, ns
global route	21.2	1.80	0.696	-1.22
finish	21.2	1.65	0.647	-0.969
global placement	18.5	1.33	0.645	-0.684
detailed placement	18.5	1.32	0.638	-0.645
floorplan	-	0.921	0.566	-0.276
CTS	20.7	1.61	0.651	-0.903
## flip-flops by register name, summed over array words and instances (netlist names)
register	count
actualState	4
nextState	4
## cell families (layout without fill, tap and decap cells)
logic type	after synthesis	in the layout
buf+inv	10	50
simple gates	49	49
mux	1	1
flops	8	8
compound gates	24	24
## what timing repair did
item | 4_1_cts | 5_1_grt
gates cloned | 0 | 0
pin swaps | 7 | 0
gates resized | 9 | 6
setup endpoints to repair | 4 | 4
buffers inserted | 4 | 0
## power by group
group / total [mW] / internal [mW] / switching [mW]
combinational: 1.12 / 0.654 / 0.468
sequential: 0.335 / 0.218 / 0.117
clock: 0.190 / 0.124 / 0.0660
## worst paths after layout
| check | to | from | slack, ns |
|---|---|---|---|
| worst max-delay path | nextState[1] | actualState[3] | -0.26 |
| worst min-delay path | nextState[3] | nextState[3] | 0.65 |
| worst max register to register | nextState[1] | actualState[3] | -0.26 |
| worst min register to register | nextState[3] | nextState[3] | 0.65 |
Power figures rest on the tool's default switching activity, not on a simulated workload.
